## design/flow/config.mk

```make
export PLATFORM = sky130hd
export DESIGN_NAME = fifo_synch
export DESIGN_NICKNAME = fifo_synch
export VERILOG_FILES = /design/flow/design.v
export SDC_FILE = /design/flow/constraint.sdc
export NUM_CORES = 4
export LEC_CHECK = 1
export CORE_UTILIZATION = 50
```

## design/flow/constraint.sdc

```tcl
current_design fifo_synch

set clk_period 4.9
set clk_io_pct 0.2

create_clock -name clk0 -period $clk_period [get_ports {clk}]

set non_clock_inputs [all_inputs -no_clocks]
set_input_delay [expr $clk_period * $clk_io_pct] -clock clk0 $non_clock_inputs
set_output_delay [expr $clk_period * $clk_io_pct] -clock clk0 [all_outputs]
```

## design/flow/design.v

```verilog
module fifo_synch #(
    parameter DATA_WIDTH = 8,
    parameter DEPTH = 16
)(
    input clk,
    input reset,
    input write_en,
    input read_en,
    input [DATA_WIDTH-1:0] d_in,
    output reg [DATA_WIDTH-1:0] d_out,
    output full,
    output empty
);
reg [DATA_WIDTH-1:0] memory [0:DEPTH-1];
reg [$clog2(DEPTH)-1:0] write_ptr;
reg [$clog2(DEPTH)-1:0] read_ptr;
reg [$clog2(DEPTH):0] count;
always @(posedge clk) begin
    if (reset) begin
        write_ptr <= 0;
        read_ptr <= 0;
        d_out <= 0;
        count <= 0;
    end else begin
        if (write_en && !full) begin
            memory[write_ptr] <= d_in;
            write_ptr <= (write_ptr + 1) % DEPTH;
            count <= count + 1;
        end else if (read_en && !empty) begin
            d_out <= memory[read_ptr];
            read_ptr <= (read_ptr + 1) % DEPTH;
            count <= count - 1;
        end
    end
end
assign full = (count == DEPTH);
assign empty = (count == 0);
endmodule
module fifo_synch_1 #(parameter DATA_WIDTH = 8) (
    input clk,
    input reset,
    input [DATA_WIDTH-1:0] d_in,
    input read_en,
    input write_en,
    output reg [DATA_WIDTH-1:0] d_out,
    output full,
    output empty
);
reg [DATA_WIDTH-1:0] memory;
reg counter;
always @(posedge clk) begin
    if (reset) begin
        d_out <= 0;
        memory <= 0;
        counter <= 0;
    end else begin
        if (write_en && !full) begin
            memory <= d_in;
            counter <= 1;
        end else if (read_en && !empty) begin
            d_out <= memory;
            counter <= 0;
        end
    end
end
assign full = counter;
assign empty = !counter;
endmodule
module fifo_async_1 #(
    parameter DATA_WIDTH = 8   
)(
    input write_clk,           
    input read_clk,            
    input reset,               
    input write_en,            
    input read_en,             
    input [DATA_WIDTH-1:0] d_in,  
    output reg [DATA_WIDTH-1:0] d_out,  
    output full,               
    output empty               
);
    reg [DATA_WIDTH-1:0] memory;
    reg fifo_full;             
    reg fifo_empty;            
    reg fifo_full_sync1, fifo_full_sync2;    
    reg fifo_empty_sync1, fifo_empty_sync2;  
    assign full = fifo_full;
    assign empty = fifo_empty;
    always @(posedge write_clk or posedge reset) begin
        if (reset) begin
            fifo_full <= 0;
        end else if (write_en && !fifo_full) begin
            memory <= d_in;        
            fifo_full <= 1;        
            fifo_empty <= 0;       
        end
    end
    always @(posedge read_clk or posedge reset) begin
        if (reset) begin
            fifo_empty <= 1;
            d_out <= 0;
        end else if (read_en && !fifo_empty) begin
            d_out <= memory;       
            fifo_empty <= 1;       
            fifo_full <= 0;        
        end
    end
    always @(posedge read_clk or posedge reset) begin
        if (reset) begin
            fifo_full_sync1 <= 0;
            fifo_full_sync2 <= 0;
        end else begin
            fifo_full_sync1 <= fifo_full;
            fifo_full_sync2 <= fifo_full_sync1;  
        end
    end
    always @(posedge write_clk or posedge reset) begin
        if (reset) begin
            fifo_empty_sync1 <= 1;
            fifo_empty_sync2 <= 1;
        end else begin
            fifo_empty_sync1 <= fifo_empty;
            fifo_empty_sync2 <= fifo_empty_sync1;  
        end
    end
endmodule
```

## design/flow/run.sh

```bash
#!/bin/bash
# OpenROAD 26Q1-2900-gdf79404cd8, Yosys 0.63+post, stock flow scripts
make -C /OpenROAD-flow-scripts/flow DESIGN_CONFIG=/design/flow/config.mk WORK_HOME=/design/flow/orfs finish
```

==> CHANGELOG.md <==
### Changed

- Distinct cell type count after synthesis: 47
- Asr flop ratio synth: 0
- Yosys cell count: 368
- Post-DR vias/cell: 5.773
- Register share after synthesis: 0.7096
- Average cell area after synthesis: 16.33 um2
- Final setup violation count: 0
- DP HPWL: 7284 um
- Total tool warning count: 28
- Sequential share of power: 0.448
- Share of cells above drive strength 1: 0.1376
- Main area contributors: edfxtp_1 (64%), dfxtp_1 (7.0%), mux4_2 (6.0%)
- Number of gates resized after cts: 0
- Die W: 111.6 um
- Fillers: 821
- Antenna violation net count after detailed routing: 0
- Final Util: 0.5980
- Critical path peak fanout: 8
- TritonCTS Sinks: 149
- Final hold viol count: 0
- Drc violations: 0
- Dpl ws: 1122 ps
- RSZ-0062 raised after global routing: false
- Longest Clk Path Bufs: 2
- Initial antenna violation count: 0
- Psw: 853.3 uW
- Largest net degree at the start of global routing: 44
- Logic gate share of total power: 0.189
- Global-route wire length before repair: 17570 um
- WP data arrival: 3710 ps
- Die area: 12460 um2
- Reg2reg end: count[4]$_SDFFE_PP0P_
- Max-slew violations: 0
- Period utilisation layout: 0.6930
- Syn Std Cell Area: 6010 um2
- Synthesized instance count: 368
- Max transition margin: 0.4594
- Warnings from Yosys: 1
- Total power: 3367 uW
- Die height: 111.6 um
- Initial DRC count: 192
- Worst Max-Slew Pin Slew: 807.9 ps
- Latency at later pin: 410 ps
- CORE AREA: 11560 um2
- Pre-Place Util: 0.5196
- P&R area growth vs syn: 15.07%
- Drt total wl: 11190 um
- Critical path class: input pin to register
- Htree depth: 4
- Post-layout worst setup margin: 1504 ps
- Fmax: 294.5 MHz
- Commonest flop: edfxtp_1
- Final setup TNS: 0 ps
- Critical Path End Type: register
- Final Wtd Congestion: 0.8335
- Switch share: 0.2534
- Dominant cell area share: 0.6396
- P_int: 2514 uW
- Register-to-Register Path Depth: 9
- Hold Path Cell Cnt: 2
- FP Rows: 39
- Antenna cells: 0
- Worst path required time: 5220 ps
- Port Buf Inserts: 21
- Clk pin slew, worst setup/hold paths: 60 ps
- Drt pass-1 iters: 4
- Post-synth regs: 149
- Final clock skew: 9.647 ps
- End of the worst hold path: d_out[4]$_SDFFE_PP0P_
- Hold buffers post-CTS: 0
- Overflow after GRT: 0
- Top Layout Cells: edfxtp_1 (128), nor2_1 (35), mux2i_1 (34)
- LEAKAGE: 0.002175 uW
- Clock Root Buffer: clkbuf_16
- Peak supply drop: 0.3156 mV
- Worst setup SP type: input pin
- Min Tclk post-route: 3396 ps
- I/O pins: 22
- EDFF count, synth: 128
- Hold crit path type: register to register
- Most used logic cell in the final layout: edfxtp_1
- Max-cap check violation count: 0
- Hold path start: d_out[4]$_SDFFE_PP0P_
- TritonCTS clock tree: built
- CTS Buf Count: 17
- Vias in the first global route: 3251
- Routed wire per std cell: 20.34 um
- Clock Power Share: 0.363
- Worst r2r src: count[0]$_SDFFE_PP0P_
- R2R Setup Slk: 2050 ps
- Cell taking the most area after synthesis: edfxtp_1
- Status: complete, no violations
- Via count: 3175
- Post-CTS Setup Repair Bufs: 0
- YS chip area: 6010 um2
- PD cells: 486.9 nW/um2
- GRT Util Overall: 0.2091
## cells by family after synthesis
| kind of cell | after synthesis | share of synthesized area |
|---|---|---|
| simple gates | 67 | 0.05205 |
| xor+xnor | 6 | 0.008744 |
| fa+ha+maj | 9 | 0.01999 |
| buf+inv | 25 | 0.01853 |
| compound gates | 62 | 0.07454 |
| flops | 149 | 0.7096 |
| mux | 50 | 0.1166 |
## power groups by stage
stage	clock, uW	combinational, uW	sequential, uW
after CTS	1240	646	1510
after global routing	1300	703	1520
final	1220	637	1510
## state kept, by name, summed over array words and instances (netlist names)
register,count
memory,128
d_out,8
count,5
read_ptr,4
write_ptr,4
## through the flow
step	cells	hold slack (ps)	area, um2
floorplan	368	462.3	6010
global placement	518	491.0	6345
detailed placement	518	494.7	6345
CTS	550	502.8	6915
global route	550	525.5	6915
finish	550	499.2	6915
## worst max-delay path: stages
cell and delay, ps:
clkdlybuf4s50_1 600, inv_1 110, a21oi_1 440, inv_1 210, fa_1 440, a21o_1 210
a2111o_1 420, o211a_1 130, a211oi_1 170
## how the worst max path moves through the flow
stage | startpoint | endpoint | slack, ps | cells after the start
final | write_en | count[4]$_SDFFE_PP0P_ | 1500 | 9
after global routing | write_en | count[4]$_SDFFE_PP0P_ | 1280 | 9
after CTS | write_en | count[4]$_SDFFE_PP0P_ | 1530 | 9
## cell usage after synthesis (8+ instances only)
| cell | n |
|---|---|
| dfxtp_1 | 21 |
| o22ai_1 | 16 |
| nand2_1 | 12 |
| mux2i_1 | 34 |
| a211oi_1 | 9 |
| buf_2 | 8 |
| ha_1 | 8 |
| a21oi_1 | 8 |
| edfxtp_1 | 128 |
| nor2_1 | 35 |
| mux4_2 | 16 |
## cell type report
class | count | area (um2) | area share
Sequential cell | 149 | 4265 | 0.6168
Inverter | 7 | 26.28 | 0.003800
Timing Repair Buffer | 25 | 240.2 | 0.03474
Clock inverter | 6 | 71.32 | 0.01031
Multi-Input combinational cell | 194 | 1634 | 0.2363
Clock buffer | 26 | 499.2 | 0.07219
Tap cell | 143 | 178.9 | 0.02587
## layer usage
metal | track usage | wire (um) | up-vias
met5 | 0 | 0 | -
met4 | 0.03423 | 209 | 0
met3 | 0.08089 | 819 | 12
met2 | 0.3014 | 5191 | 72
met1 | 0.3515 | 4967 | 1578
li1 | - | - | 1513
Power figures rest on the tool's default switching activity, not on a simulated workload.
