==> flow/design.v <==
module elevator_controller(
    input clk, reset,
    input [2:0] req_floor,
    output reg [2:0] current_floor,
    output reg moving
);
    parameter IDLE = 2'b00;
    parameter MOVING_UP = 2'b01;
    parameter MOVING_DOWN = 2'b10;
    parameter ARRIVED = 2'b11;
    reg [1:0] state, next_state;
    always @(posedge clk or posedge reset) begin
        if (reset)
            state <= IDLE;
        else
            state <= next_state;
    end
    always @(*) begin
        next_state = state;  
        case (state)
            IDLE: begin
                if (req_floor > current_floor)
                    next_state = MOVING_UP;
                else if (req_floor < current_floor)
                    next_state = MOVING_DOWN;
            end
            MOVING_UP: begin
                if (current_floor == req_floor)
                    next_state = ARRIVED;
            end
            MOVING_DOWN: begin
                if (current_floor == req_floor)
                    next_state = ARRIVED;
            end
            ARRIVED: next_state = IDLE;
            default: next_state = IDLE;
        endcase
    end
    always @(posedge clk or posedge reset) begin
        if (reset) begin
            current_floor <= 3'd0;  
            moving <= 1'b0;
        end else begin
            case (state)
                MOVING_UP: begin
                    current_floor <= current_floor + 1;
                    moving <= 1'b1;
                end
                MOVING_DOWN: begin
                    current_floor <= current_floor - 1;
                    moving <= 1'b1;
                end
                ARRIVED: moving <= 1'b0;
                default: moving <= 1'b0;
            endcase
        end
    end
endmodule
==> flow/run.sh <==
#!/bin/bash
# OpenROAD 26Q1-2900-gdf79404cd8, Yosys 0.63+post, stock flow scripts
make -C /OpenROAD-flow-scripts/flow DESIGN_CONFIG=/design/flow/config.mk WORK_HOME=/design/flow/orfs finish
==> flow/config.mk <==
export PLATFORM = sky130hd
export DESIGN_NAME = elevator_controller
export DESIGN_NICKNAME = elevator_controller
export VERILOG_FILES = /design/flow/design.v
export SDC_FILE = /design/flow/constraint.sdc
export NUM_CORES = 4
export LEC_CHECK = 1
export CORE_AREA = 10 10 70 70
export DIE_AREA = 0 0 80 80
==> flow/constraint.sdc <==
current_design elevator_controller

set clk_period 1.6
set clk_io_pct 0.2

create_clock -name clk0 -period $clk_period [get_ports {clk}]

set non_clock_inputs [all_inputs -no_clocks]
set_input_delay [expr $clk_period * $clk_io_pct] -clock clk0 $non_clock_inputs
set_output_delay [expr $clk_period * $clk_io_pct] -clock clk0 [all_outputs]
==> reports/qor.yml <==
irDropWorstVdd_uv: 315
synth_cells: 38
p_leak_nw: 0.255
crit_slowest_cell: "clkdlybuf4s50_1"
drv_cap: 0
design_area_um2: 584
switching_share: 0.356
topCellsByArea: "dfrtp_1, ha_1, dfstp_2"
relSlewSlack: 0.805
dpl_cell_area_um2: 558
yosys.area.top_type: "dfrtp_1"
grt_usage: 0.0280
finalSetupViolCount: 0
fin_setup_tns_ps: 0
place.gp.congestion: 0.744
fp_util: 0.121
die_x_um: 80
hpwl_um: 642
p_clk_frac: 0.162
ctsRootBufferMaster: "clkbuf_4"
worst_skew_pair.late_latency_ps: 250
p_int_uw: 641
path_delay_family: "buffers and inverters"
top_area_frac: 0.424
pin_count: 9
grt_pass1_vias: 333
overflow: 0
edf_count: 0
required_ps: 1280
ys_cells: 38
final_period_minus_worst_setup_slack_ps: 1500
tool_warnings: 25
synth_top_cell_by_count: "dfrtp_1"
worst_pin_slew_ps: 292
portBuffers: 8
crit_buf_inv: 1
grt_max_degree: 9
syn2layout_area_growth_pct: 41.5
cts_buffer_depth: 2
worstPathMaxFanout: 4
worstSetupStartpointType: "flip-flop"
cts_buffers: 3
path_clk_slew_ps: 60
htreeDepth: 1
run_status: "finished, final reports clean"
hold_violations: 0
arrival_ps: 1180
cp_cell_sequence: "clkdlybuf4s50_1"
drc: 0
coreArea_um2: 3420
synthFlopType: "dfrtp_1"
clock_skew_ps: 5.75
antenna_found_initial: 0
fmax_mhz: 667
layout-drive-gt1-share: 0.196
min_path_type: "in2async"
cpPeakStageDelay_ps: 510
p_per_area_nw_per_um2: 1700
dieArea_um2: 6400
timing.final.crit_share: 0.937
wl_um: 745
postSynthAreaPerCell_um2: 10.9
synthTopCellsByCount: "dfrtp_1, inv_1, ha_1, nor2_1"
grt_pass1_wl_um: 1410
post_cts_buffers: 0
drv_slew: 0
antenna_cells: 0
drtIter0Drc: 18
viasPerCell: 3.05
routedWlPerCell_um: 7.68
ys_area_um2: 413
drtPass1Iterations: 2
power_frac_comb: 0.478
seqPwrFrac: 0.360
ctsHoldBuffers: 0
cts-resized-gates: 0
cts.sinks: 8
ys_async_sr_fraction: 1.00
cp-end-kind: "primary output"
syn_area_um2: 413
path_class: "reg2out"
p_sw_uw: 355
synthDistinctLibCells: 21
ys_warn_count: 1
cts_tree: "done"
rows: 21
ys_ff: 8
drtAntennaViolNets: 0
vias: 296
dieHeight_um: 80
ys_seq_frac: 0.488
rsz0062_at_grt: "no"
[final timing paths]
kind	startpoint	end	slack, ps	cells past startpoint
max in group asynchronous	reset	state[0]	1000	2
min	reset	current_floor[2]	310	2
max	current_floor[0]	current_floor[0]	100	1
max reg2reg	current_floor[0]	current_floor[2]	150	5
min reg2reg	state[3]	state[0]	460	1
min in group clk0	state[3]	state[0]	460	1
[kinds of logic (layout without fill, tap and decap cells)]
| family | after synthesis | count (layout) | share of synthesized area |
|---|---|---|---|
| and+or+nand+nor | 11 | 11 | 0.152 |
| DFF | 8 | 8 | 0.488 |
| buffers and inverters | 7 | 20 | 0.0636 |
| AOI/OAI and AO/OA | 6 | 6 | 0.115 |
| adders and majority gates | 4 | 4 | 0.139 |
| xor gates and xnor gates | 2 | 2 | 0.0424 |
[final cells by class]
class,instances,area [µm²]
tap,46,57.6
timing repair buffer,9,87.6
sequential,8,201
multi-input combinational,23,185
inverter,7,26.3
clock buffer,4,26.3
fill,389,2830
[routing by layer]
layer	global-route usage	part of all wire
met3	0.0261	0.16
met4	0.00352	0
met1	0.0312	0.42
met5	0	0
met2	0.0393	0.41
[flip-flops by register name, indices dropped and copies added, names as in the netlist]
register	flops
state	4
current_floor	3
moving	1
[through the flow]
step                utilization  hold slack [ps]  std cells  total power [mW]  worst slack, ps
floorplan                     -              135         38             0.668              254
global placement          0.163              445         93             0.839            -13.4
detailed placement        0.163              450         93             0.849            -29.5
CTS                       0.171              316         97              1.02             72.9
global route              0.171              333         97              1.12             20.8
finish                    0.171              311         97             0.996              100
[cells in the final DEF, fill, tap and decap left out, drive strengths merged, types with 2 or more instances in the layout]
cell type      n
a21oi          2
clkbuf         4
clkdlybuf4s50  8
dfrtp          7
ha             3
inv            7
nand2          2
nor2           4
xnor2          2
[power by group through the flow]
stage     clock (mW)  sequential, mW  combinational [mW]
4_1_cts        0.169           0.360               0.491
5_1_grt        0.178           0.374               0.566
6_report       0.161           0.359               0.476
Power is estimated from default activity; no workload was simulated.
