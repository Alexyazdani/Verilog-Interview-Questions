==> flow/design.v <==
module traffic_controller(
    input clk, reset, ped_req,
    output [1:0] veh_light,
    output ped_light
);
    parameter IDLE = 2'b00;
    parameter GREEN = 2'b01;
    parameter YELLOW = 2'b10;
    parameter RED = 2'b11;
    reg [1:0] state, next_state;
    reg [3:0] counter;
    always @(posedge clk or posedge reset) begin
        if (reset) counter <= 0;
        else if (counter == 4'd9 && state == GREEN) counter <= 0;
        else if (counter == 4'd4 && state == YELLOW) counter <= 0;
        else if ((counter == 4'd9 && !ped_req) || (counter > 4'd9)) counter <= 0;
        else if (state != next_state) counter <= 0;
        else counter <= counter + 1;
    end
    always @(posedge clk or posedge reset) begin
        if (reset) state <= IDLE;
        else state <= next_state;
    end
    always @(*) begin
        next_state = state;
        case (state)
            IDLE:       next_state = GREEN;
            GREEN:      if (counter == 4'd9) next_state = YELLOW;
            YELLOW:     if (counter == 4'd4) next_state = RED;
            RED:        if (((counter == 4'd9) && !ped_req) || (counter > 4'd9)) next_state = GREEN;
            default:    next_state = IDLE;
        endcase
    end
    assign veh_light = state;
    assign ped_light = (state == RED);
endmodule
==> flow/run.sh <==
#!/bin/bash
# OpenROAD 26Q1-2900-gdf79404cd8, Yosys 0.63+post, stock flow scripts
make -C /OpenROAD-flow-scripts/flow DESIGN_CONFIG=/design/flow/config.mk WORK_HOME=/design/flow/orfs finish
==> flow/config.mk <==
export PLATFORM = sky130hd
export DESIGN_NAME = traffic_controller
export DESIGN_NICKNAME = traffic_controller
export VERILOG_FILES = /design/flow/design.v
export SDC_FILE = /design/flow/constraint.sdc
export NUM_CORES = 4
export LEC_CHECK = 1
export CORE_AREA = 10 10 70 70
export DIE_AREA = 0 0 80 80
==> flow/constraint.sdc <==
current_design traffic_controller

set clk_period 2.2
set clk_io_pct 0.2

create_clock -name clk0 -period $clk_period [get_ports {clk}]

set non_clock_inputs [all_inputs -no_clocks]
set_input_delay [expr $clk_period * $clk_io_pct] -clock clk0 $non_clock_inputs
set_output_delay [expr $clk_period * $clk_io_pct] -clock clk0 [all_outputs]
==> flow_metrics.tcl <==
# flow metrics
set metrics [dict create \
    critPathMaxFanout 7 \
    drt_wl_total_um 665 \
    synth_area_per_cell_sq_um 11.8 \
    drive_above_1_share 0.268 \
    reg2reg_depth 4 \
    simple_gate_area_frac 0.248 \
    hpwl_um 554 \
    dieArea_sq_um 6400 \
    synthAoiAreaFrac 0.158 \
    antenna_found_initial 0 \
    cts_root_buffer "clkbuf_4" \
    remaining_drc_errors 0 \
    grt_pass1_vias 273 \
    hp-class "in -> async" \
    ctsResizeCount 0 \
    synthMuxAreaShare 0.0258 \
    synth_area_sq_um 388 \
    grtUsageMet3 0.00909 \
    finalWeightedCongestion 0.791 \
    die_w_um 80 \
    rsz0062_at_grt "no" \
    p_per_area_nw_per_um2 1180 \
    drtAntennaViolNets 0 \
    cts.path.max_buffers 2 \
    cts_setup_buffers 0 \
    hold_violations 0 \
    drv_cap 0 \
    routedWlPerCell_um 7.64 \
    status "complete, no violations" \
    cts-htree-levels 1 \
    path_cells "and2_1 -> clkdlybuf4s50_1" \
    clk_pin_slew_worst_paths_ns 0.04 \
    max_slew.worst_pin.slew_ns 0.378 \
    grt_busiest_layer "met2" \
    logic_family "simple AND/OR/NAND/NOR gates" \
    drt_iter0_drc 2 \
    rows 21 \
    drv_slew 0 \
    setup_violations 0 \
    adder_share 0.0968 \
    finalClockSkew_ns 0.00179 \
    first_pass_iters 2 \
    post-route-period-util 0.808 \
    cpPeakStageDelay_ns 0.46 \
    critPathLaunchType "flip-flop" \
    tool_warnings 27 \
    cts_buffers 3 \
    clock_sinks 6 \
    synthToLayoutAreaGrowth_pct 33.5 \
    crit_type "reg -> out" \
    synthCells 33 \
    finalSetupTns_ns 0 \
    grt_pass1_wl_mm 1.13 \
    antenna_cells 0 \
    ys_seq_share 0.387 \
    hold_buffers 0 \
    grt_remaining_overflow 0 \
    cp-end-kind "output pin" \
    die_y_um 80 \
    crit_slowest_cell "dfrtp_1" \
    synthDistinctLibCells 20 \
    fmax_mhz 562 \
    vias 258 \
    netlist_top_cells_area "dfrtp_1 (39%), ha_1 (9.7%), nor3_2 (7.7%), o311ai_4 (6.8%), inv_1 (3.9%)" \
    critical_path_required_ns 1.76 \
    ys.flops 6 \
    dpl_worst_slack_ns 0.660 \
    yosys_area_sq_um 388 \
    largest_area_cell "dfrtp_1" \
    finalWorstSetupSlack_ns 0.421 \
    port_buffers 5 \
    xor_share 0.0452 \
    routed_via_density 2.97 \
    use_met1 0.0263 \
    relSlewSlack 0.747 \
    post-route-min-period_ns 1.78 \
    yosys_cells 33 \
    grt_max_degree 8 \
    num_io_pins 6 \
    peakVddDrop_uv 269 \
    grt_usage 0.0216 \
    top_cell_area_share 0.387 \
    coreArea_sq_um 3420 \
    worstPathArrival_ns 1.34 \
    clkLatencyLatePin_ns 0.23 \
    yosysWarnings 1 \
    grtUsageMet2 0.0321 \
    fp-utilization 0.114 \
    leakage_nw 0.209 \
    cts_tree "built" \
]
cells by family (layout without fill, tap and decap cells):
logic type                 count (synthesis)  count (layout)
AOI/OAI and AO/OA                          6               6
xor gates and xnor gates                   2               2
adders and majority gates                  3               3
buffers and inverters                      4              12
DFF                                        6               6
muxes                                      1               1
and+or+nand+nor                           11              11
area by class of cell:
type	count	area, sq um
fill	393	2900
sequential	6	150
timing repair buffer	5	50.0
clock buffer	3	22.5
tap	46	57.6
multi-input combinational	23	223
inverter	4	15.0
flip-flops by register name (all words and copies together) (netlist names):
name	count
counter	4
state	2
per-stage QoR:
| stage | power [mW] | std cells | utilization | hold WS, ns | cell area, sq um |
|---|---|---|---|---|---|
| 5_1_grt | 0.674 | 87 | 0.152 | 0.447 | 518 |
| 3_5_place_dp | 0.527 | 84 | 0.145 | 0.525 | 495 |
| 6_report | 0.612 | 87 | 0.152 | 0.412 | 518 |
| 3_3_place_gp | 0.520 | 84 | 0.145 | 0.520 | 495 |
| 4_1_cts | 0.628 | 87 | 0.152 | 0.407 | 518 |
| 2_1_floorplan | 0.429 | 33 | - | 0.231 | 388 |
power by group:
group | leakage (nW) | switching [mW] | total [mW] | internal [mW]
combinational | 0.124 | 0.119 | 0.289 | 0.171
sequential | 0.0709 | 0.0696 | 0.229 | 0.160
clock | 0.0138 | 0.0320 | 0.0931 | 0.0612
placed cells by master, fill, tap and decap left out, drive strengths merged:
cell / n
nor3b: 1
nand3: 1
clkdlybuf4s50: 5
o21a: 2
or2: 1
o311ai: 1
and2: 1
inv: 4
a21oi: 2
a41oi: 1
nor3: 3
mux2i: 1
xor2: 1
xnor2: 1
nand2: 1
dfrtp: 6
clkbuf: 3
nor2b: 1
ha: 3
nand4bb: 1
and4bb: 1
critical path, delay by kind of cell, from the launching register on:
kind          cells  cell delay [ns]
buf+inv           1             0.46
simple gates      1             0.18
flops             1             0.46
metal layers:
metal  vias up  wire [um]  share of wire
met5         -          0              0
met4         0         17          0.026
met3         2         25          0.038
met2         2        316           0.48
met1       118        305           0.46
li1        136          -              -
Yosys cell counts, drive strengths merged:
cell type / count
dfrtp: 6
xor2: 1
nand2: 1
nor3: 3
o21a: 2
nor2b: 1
xnor2: 1
nor3b: 1
nand4bb: 1
nand3: 1
o311ai: 1
or2: 1
mux2i: 1
and4bb: 1
a41oi: 1
and2: 1
inv: 4
a21oi: 2
ha: 3
path summary, 6_finish.rpt:
| path | startpoint | endpoint | slack (ns) |
|---|---|---|---|
| max | state[0]$_DFF_PP0_ | ped_light | 0.42 |
| min | reset | counter[2]$_DFF_PP0_ | 0.41 |
| max reg2reg | counter[0]$_DFF_PP0_ | counter[1]$_DFF_PP0_ | 0.86 |
| min reg2reg | counter[0]$_DFF_PP0_ | counter[0]$_DFF_PP0_ | 0.53 |
| max in group asynchronous | reset | counter[3]$_DFF_PP0_ | 1.61 |
| min in group clk0 | counter[0]$_DFF_PP0_ | counter[0]$_DFF_PP0_ | 0.53 |
Power and IR drop assume default switching activity.
